===== run.sh =====
#!/bin/bash
# OpenROAD 26Q1-2900-gdf79404cd8, Yosys 0.63+post, stock flow scripts
make -C /OpenROAD-flow-scripts/flow DESIGN_CONFIG=/design/flow/config.mk WORK_HOME=/design/flow/orfs finish

===== config.mk =====
export PLATFORM = sky130hd
export DESIGN_NAME = db_fsm
export DESIGN_NICKNAME = db_fsm
export VERILOG_FILES = /design/flow/design.v
export SDC_FILE = /design/flow/constraint.sdc
export NUM_CORES = 4
export LEC_CHECK = 1
export CORE_AREA = 10 10 100 100
export DIE_AREA = 0 0 110 110

===== constraint.sdc =====
current_design db_fsm

set clk_period 3.7
set clk_io_pct 0.2

create_clock -name clk0 -period $clk_period [get_ports {clk}]

set non_clock_inputs [all_inputs -no_clocks]
set_input_delay [expr $clk_period * $clk_io_pct] -clock clk0 $non_clock_inputs
set_output_delay [expr $clk_period * $clk_io_pct] -clock clk0 [all_outputs]

===== design.v =====
`timescale 1ns / 1ps
module db_fsm(
    input logic clk, reset,
    input logic sw,
    output logic db
    );
    localparam N =20;
    typedef enum {
        zero, wait1_1, wait1_2, wait1_3,
        one, wait0_1, wait0_2, wait0_3
    } state_type;
    state_type state_reg, state_next;
    logic [N-1:0] q_reg;
    logic [N-1:0] q_next;
    logic m_tick;
    always_ff @(posedge clk)
        q_reg <= q_next;
    assign q_next = q_reg + 1;
    assign m_tick = (q_reg==0) ? 1'b1 : 1'b0;
    always_ff @(posedge clk, posedge reset)
        if (reset)
            state_reg <= zero;
        else
            state_reg <= state_next;
    always_comb
    begin
        state_next = state_reg;          
        db = 1'b0;                       
        case (state_reg)
            zero:
                if (sw)
                    state_next = wait1_1;
            wait1_1:
                if (~sw)
                    state_next = zero;
                else
                    if (m_tick)
                        state_next = wait1_2;
            wait1_2:
                if(~sw)
                    state_next = zero;    
                        else    
                            if (m_tick)
                                state_next = wait1_3;
                    wait1_3:    
                        if (~sw)
                            state_next = zero;
                        else
                            if (m_tick)
                                state_next = one;
                    one:
                        begin
                            db = 1'b1;
                            if (~sw)
                                state_next = wait0_1;
                        end
                    wait0_1:
                        begin
                            db = 1'b1;
                            if (sw)
                                state_next = one; 
                            else
                                if (m_tick)
                                    state_next = wait0_2;
                        end
                    wait0_2:
                        begin
                            db = 1'b1;
                            if (sw)
                                state_next = one;
                            else
                                if (m_tick)
                                    state_next = wait0_3;
                        end
                    wait0_3:
                        begin
                            db = 1'b1;
                            if (sw)
                                state_next = one;    
                            else   
                                if (m_tick)
                                    state_next = zero;
                        end
                    default: state_next = zero;
        endcase
    end
endmodule

==> impl_metrics.toml <==
# generated from flow reports
[worst_setup_path]
cp_num_buf_inv = 1
cp_num_cells = 2
cp_max_fo = 2
path_delay_family = "simple AND/OR/NAND/NOR gates"
r2r_start = "q_reg[0]"
cp_cell_sequence = "or4_1, clkdlybuf4s50_1"
path_class = "reg -> out"
required_ps = 2960
critPathCapture = "db"
worst-r2r-setup-slack_ps = 1920
cp.arrival_ps = 1610
crit_slowest_cell = "or4_1"
slowest_delay_ps = 540
rr_endpoint = "state_reg[3]"
r2r_cells = 6
worstSetupEndpointType = "output pin"
cp-start-kind = "flop"
startpoint = "state_reg[3]"

[placed_design]
portBuffers = 3
gp_congestion = 0.7472
place_hpwl_mm = 1.312

[timing]
clock_skew_ps = 1.872
fin_crit_ps = 2347
finalClockPeriodUsage_pct = 63.44
tns_ps = 0
timing.fmax_mhz = 426.1
worst_pin_slew_ps = 589.4
slew_headroom_pct = 60.41
setup_violations = 0
drv_slew = 0
rsz0062_at_grt = "no"
hold_viol = 0
whs_ps = 459.5

[route]
routed_via_density = 3.387
ant_nets = 0
finalWirelength_mm = 1.805
drt-initial-drc-count = 61
dr.pass1.iters = 3
drc = 0
wl_per_cell_um = 8.318
route.antenna.diode_count = 0
num_vias = 735

[run]
tool_warnings = 26
max_cap_viol_count = 0

[pwr]
seqPwrFrac_pct = 55.2
total_power_mw = 0.5623
p_int_mw = 0.4633
vdd_drop_max_mv = 0.2556
p_switching_mw = 0.09905
p_sw_share_pct = 17.61
power.share.clock_pct = 41.7
cellPowerDensity_nw_per_um2 = 403.8
p_leak_nw = 0.5113
p_comb_share_pct = 3.1

[logic_synthesis]
ys_area_um2 = 1167
syn-cell-area_um2 = 1167
netlist_instances = 109
synthArstFlopShare_pct = 28.57
synth_cell_types = 28
ff_type = "dfxtp_1"
ys.flops = 28
syn_area_per_cell_um2 = 10.71
edf_count = 0
ys_cells = 109
yosysWarnings = 1
ys_seq_share_pct = 51.55

[layout]
largest_register_ffs = 20
layout_top_cell = "dfxtp_1"
layout-drive-gt1-share_pct = 9.565
area_growth_pct = 19.29
fillCellCount = 864
comb_area_um2 = 535.5
utilization_pct = 17.84
final_layout_top_logic_cells = "dfxtp_1 (20), xnor2_1 (11), nand3_1 (10)"
seq_area_um2 = 601.8

[clock_network]
postCtsSetupBuffers = 0
insertion_delay_ps = 270
cts_buffers = 3
path_clk_slew_ps = 90
htreeDepth = 1
cts_root_buffer = "clkbuf_8"
tritoncts = "built"
cts_sinks = 28
cts.repair.resized = 0
hold_buffers = 0
clockBufferDepth = 2

[global_route]
grt_pass1_wl_mm = 3.229
grt_max_degree = 17
track_usage_pct = 3.217
grt-busiest-layer = "met2"
overflow = 0
use_met1_pct = 4.519
use_met2_pct = 4.615
first_global_vias = 721
met3_usage_pct = 1.528
antenna_found_initial = 0

[floorplanning]
dieArea_um2 = 12100
fp_util_pct = 14.95
die_w_um = 110
core_um2 = 7807
placementRows = 32
ios = 4
die_y_um = 110

[status]
status = "finished clean"

[hold_path]
hold_path_class = "reg -> reg"
holdPathStages = 1
-- worst register-to-register path, stage by stage (launching register included) --
cell and delay, ps:
dfxtp_1 350, inv_1 80, ha_1 160, nor4b_2 200, nand4_1 180, nor4_4 480, mux2i_1 250
-- power groups by stage --
stage         Combinational (mW)  Clock, mW  Sequential (mW)
finish                    0.0176      0.234            0.311
global route              0.0194      0.256            0.311
CTS                       0.0182      0.242            0.311
-- Yosys cell counts (all sizes together), types with 2 or more instances --
cell type | instances | area, um^2
dfrtp | 7 | 175.2
dfxtp | 20 | 400.4
ha | 2 | 25.02
inv | 7 | 26.28
mux2i | 4 | 40.04
nand2 | 9 | 33.78
nand2b | 3 | 18.77
nand3 | 10 | 50.05
nand4 | 5 | 37.53
nor2 | 4 | 15.01
nor2b | 2 | 12.51
nor4 | 7 | 71.31
xnor2 | 11 | 96.34
xor2 | 7 | 61.31
-- cell families after synthesis --
| kind of cell | share of synthesized area [%] |
|---|---|
| mux | 3.430 |
| xor+xnor | 13.50 |
| simple gates | 24.33 |
| flops | 51.55 |
| buf+inv | 2.572 |
| fa+ha+maj | 2.143 |
| compound gates | 2.465 |
-- through the flow --
stage | setup WS [ps] | instance area, um^2 | std cells
after floorplan | 2114 | 1167 | 109
after global placement | 1649 | 1321 | 213
after detailed placement | 1642 | 1321 | 213
after CTS | 1331 | 1393 | 217
after global routing | 1302 | 1393 | 217
final | 1353 | 1393 | 217
-- area by class of cell --
type	instances	area share (%)
timing repair buffer	3	2.156
clock inverter	1	2.156
clock buffer	3	2.965
sequential	28	43.22
tap	102	9.164
inverter	7	1.887
multi-input combinational	73	38.45
-- worst min path at each step --
| stage | start | slack, ps | endpoint |
|---|---|---|---|
| after CTS | q_reg[0] | 460 | q_reg[0] |
| after global routing | q_reg[0] | 520 | q_reg[0] |
| final | q_reg[0] | 460 | q_reg[0] |
-- per-layer routing --
layer	up-vias	routed length (um)
li1	384	-
met1	342	969
met2	7	697
met3	2	126
met4	0	12
met5	-	0
Power is estimated from default activity; no workload was simulated.
