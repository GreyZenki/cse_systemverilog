**flow/run.sh**
```bash
#!/bin/bash
# OpenROAD 26Q1-2900-gdf79404cd8, Yosys 0.63+post, stock flow scripts
make -C /OpenROAD-flow-scripts/flow DESIGN_CONFIG=/design/flow/config.mk WORK_HOME=/design/flow/orfs finish
```
**flow/design.v**
```verilog
`timescale 1 ns / 1ps
module leftShift(
input logic [7:0] a,  
input logic [2:0] amt,   
output [7:0] y  
);
logic [7:0] res0, res1; 
assign res0 = amt[0] ? {a[6:0], a[7]} : a;
assign res1 = amt[1] ? {res0[5:0], res0[7:6]} : res0;
assign y = amt[2] ? {res1[3:0], res1[7:4]} : res1;  
endmodule
`timescale 1 ns / 1 ps
module rightShift(
input logic [7:0] a,  
input logic [2:0] amt,   
output [7:0] y  
);
logic [7:0] res0, res1; 
assign res0 = amt[0] ? {a[0], a[7:1]} : a;
assign res1 = amt[1] ? {res0[1:0], res0[7:2]} : res0;
assign y = amt[2] ? {res1[3:0], res1[7:4]} : res1;  
endmodule
module shifts(
input logic [7:0] A,  
input logic ir,  
input logic [2:0] amt,   
output logic [7:0] Y
);
logic [7:0] sRight, sLeft;
rightShift rightshift_1(.a(A), .amt(amt), .y(sRight));  
leftShift leftshift_1(.a(A), .amt(amt), .y(sLeft));  
always_comb
    begin
    if (ir == 0)   
        Y = sRight;
    else  
        Y = sLeft;
   end
endmodule
```
**flow/constraint.sdc**
```tcl
current_design shifts

set clk_period 2.3
set clk_io_pct 0.2

create_clock -name clk0 -period $clk_period

set non_clock_inputs [all_inputs -no_clocks]
set_input_delay [expr $clk_period * $clk_io_pct] -clock clk0 $non_clock_inputs
set_output_delay [expr $clk_period * $clk_io_pct] -clock clk0 [all_outputs]
```
**flow/config.mk**
```make
export PLATFORM = sky130hd
export DESIGN_NAME = shifts
export DESIGN_NICKNAME = shifts
export VERILOG_FILES = /design/flow/design.v
export SDC_FILE = /design/flow/constraint.sdc
export NUM_CORES = 4
export LEC_CHECK = 1
export CORE_AREA = 10 10 73 73
export DIE_AREA = 0 0 83 83
```
==> metrics.yaml <==
outcome:
  outcome: "finished with violations"
  violations: "setup timing"
cells_and_area:
  final_core_util_pct: 27.5
  area_delta_synth_final_pct: 107
  clock_buffers: 0
  regArea_um2: 0
  mi_logic_area_um2: 648
  lay_top_count: "buf_4"
  n_fill_cell: 414
  layout-drive-gt1-share_pct: 67.7
  mostFrequentLayoutCells: "buf_4, dlygate4sd2_1, mux2_4"
  flop-count: 0
power_and_ir_drop:
  ir_drop_mv: 0.0785
  leakage_uw: 0.000424
  cellPowerDensity_nw_per_um2: 216
  power.total_uw: 222
sta:
  finalMaxSlewViolations: 0
  setup_violations: 1
  timing.final.crit_period_ns: 2.35
  fmax_mhz: 426
  post-route-period-util_pct: 102
  hold_viol_final: 0
  slew_headroom_pct: 83.8
  fin_ws_ns: -0.0457
  rsz0062_at_grt: "yes"
  tightest_slew_ns: 0.236
floorplan:
  die_y_um: 83
  core-area_um2: 3740
  io_pins: 20
  rows: 22
  dieArea_um2: 6890
  floorplan.core_util_pct: 13.3
  chipWidth_um: 83
drt:
  vias: 611
  first_iter_violations: 9
  first_pass_iters: 4
  drcViolationCount: 0
  antenna-diode-count: 0
  wl_per_cell_um: 13.1
  avgViaCountPerCell: 4.33
  antenna_left: 0
  wl_um: 1850
setup_path:
  cp_num_buf_inv: 3
  cp_slowest_cell: "mux2_4"
  path_max_fanout: 4
  cp_data_arrival_time_ns: 1.89
  slowest_delay_ns: 0.33
  crit_path_cell_trace: "clkdlybuf4s15_1, mux2_4, buf_4, o22ai_2, nor3b_2, mux2_2, dlygate4sd2_1"
  cp_data_required_time_ns: 1.84
  start_kind: "primary input"
  critPathKind: "primary input to output pin"
  end_kind: "output pin"
  cp_top_family: "buffers and inverters"
hold_path:
  hold_path_class: "primary input to output pin"
synth:
  yosysWarnings: 1
  ys_cells: 62
  synth_area_leader_cell: "mux2_2"
  synth.area.top_cells: "mux2_2, mux2i_1, a22oi_1, nor3b_1, nand2b_1"
  syn_avg_cell_area_um2: 8.03
  yosysChipArea_um2: 498
  ys_types: 20
  synth_cells: 62
  netlist_area_um2: 498
  top_cell_area_share_pct: 22.6
  yosysSeqAreaShare_pct: 0
grt:
  antenna_found_initial: 0
  grt_max_degree: 9
  overflow: 0
  grt_pass1_vias: 639
  grt_pass1_wl_um: 3220
  grt_use_total_pct: 5.27
clock_network:
  hold_buffers: 0
placed_design:
  post-dp-hpwl_um: 1410
  pre_cts_ws_ns: -0.597
  gp_congestion: 0.867
  io_buffers: 20
run:
  log.warning_count: 34
  drv_cap: 0
-- layout make-up --
type | instances | area share, %
multi-input cells | 58 | 62.9
repair buffers | 35 | 31.3
well taps | 48 | 5.83
-- power by group --
part,switching (uW),internal [uW],total (uW),leakage [uW]
sequential,0,0,0,0
combinational,90.7,132,222,0.000424
clock,0,0,0,0
-- repair_timing --
action,in CTS,in global routing
setup endpoints to repair,8,2
setup buffers,2,3
gates cloned,2,0
pin swaps,6,5
resized,64,20
-- through the flow --
stage / cell area, um^2 / hold slack [ns] / std cells / TNS [ns]
floorplan: 498 / 1.25 / 62 / 0
global placement: 797 / 2.05 / 134 / -4.08
detailed placement: 797 / 2.04 / 134 / -4.11
finish: 1030 / 1.58 / 141 / -0.0457
global route: 1030 / 1.68 / 141 / -0.111
CTS: 986 / 1.73 / 138 / -0.100
-- final timing paths --
kind,startpoint,to,slack (ns),cells past startpoint
worst max-delay path,A[4],Y[1],-0.05,7
worst min-delay path,A[2],Y[2],1.58,6
-- synthesized netlist by cell type (2+ instances only) --
cell and n:
o32ai_1 2, nor2b_1 3, nor2_1 2, a22oi_1 4, nand2b_1 4, nor3b_1 4
o221ai_1 2, buf_6 2, mux2i_1 10, and2_1 2, nor3_1 2, nand2_1 5
mux2_2 10, o22ai_1 4
-- metal layers --
layer | vias to the layer above | GRT usage (%) | wire, um
met4 | 0 | 0 | 0
met3 | 0 | 0.591 | 63
met5 | - | 0 | 0
met1 | 292 | 7.28 | 849
li1 | 306 | - | -
met2 | 13 | 9.01 | 935
-- cells by family (layout without fill, tap and decap cells) --
kind of cell	count (synthesis)	in the layout	synth area share, %
muxes	22	22	48.0
buffers and inverters	4	35	6.78
and+or+nand+nor	24	24	27.1
AOI/OAI and AO/OA	12	12	18.1
No activity file was given, so power comes from the tool's default toggle rates.
