==> flow/design.v <==
module debounce
(
    input logic clk, reset,
    input logic sw,
    output logic db_level, db_tick
);
   localparam N=22;
    typedef enum{zero, wait0, one, wait1} state_type;
   state_type state_reg, state_next;
   logic [N-1:0] q_reg, q_next;
   logic q_zero;
   logic q_load, q_dec;
  always_ff @(posedge clk, posedge reset)
  if (reset)
  begin
  state_reg <= zero;
  q_reg <= 0;
  end
  else
   begin
   state_reg <= state_next;
   q_reg <= q_next;
   end
   assign q_next = (q_load) ? {N{1'b1}}:
   (q_dec) ? q_reg-1 : q_reg;
   assign q_zero = (q_next==0);
   always_comb
   begin
   state_next = state_reg;   
   q_load = 1'b0;
   q_dec = 1'b0;
   db_tick = 1'b0;        
   db_level = 1'b0;
   case (state_reg)
   zero:
   begin 
   if (sw)
   begin
   state_next = wait1;
   q_load = 1'b1;
   end
   end
   wait1:
   begin
   if (sw)
   begin
   q_dec = 1'b1;
   if (q_zero)
   begin
   state_next = one;
   db_tick = 1'b1;
   end
   end
   else 
   state_next = zero;
   end
   one:
   begin
   db_level = 1'b1;
   if (~sw)
   begin
   state_next = wait0;
   q_load = 1'b1; 
   end
   end
   wait0:
   begin
   db_level = 1'b1;
   if (~sw)
   begin
   q_dec = 1'b1;
   if (q_zero)
   state_next = zero;
   end
   else 
   state_next = one;
   end
   default: state_next = zero;
   endcase
   end
endmodule
==> flow/run.sh <==
#!/bin/bash
# OpenROAD 26Q1-2900-gdf79404cd8, Yosys 0.63+post, stock flow scripts
make -C /OpenROAD-flow-scripts/flow DESIGN_CONFIG=/design/flow/config.mk WORK_HOME=/design/flow/orfs finish
==> flow/config.mk <==
export PLATFORM = sky130hd
export DESIGN_NAME = debounce
export DESIGN_NICKNAME = debounce
export VERILOG_FILES = /design/flow/design.v
export SDC_FILE = /design/flow/constraint.sdc
export NUM_CORES = 4
export LEC_CHECK = 1
export CORE_AREA = 10 10 96 96
export DIE_AREA = 0 0 106 106
==> flow/constraint.sdc <==
current_design debounce

set clk_period 14.1
set clk_io_pct 0.2

create_clock -name clk0 -period $clk_period [get_ports {clk}]

set non_clock_inputs [all_inputs -no_clocks]
set_input_delay [expr $clk_period * $clk_io_pct] -clock clk0 $non_clock_inputs
set_output_delay [expr $clk_period * $clk_io_pct] -clock clk0 [all_outputs]
==> run summary <==
Implementation status.

- The first global-routing pass estimated 6258 µm of wire.
- Ranked by instance count, the synthesized netlist is headed by sky130_fd_sc_hd__dfrtp_1 (25), sky130_fd_sc_hd__nand2_1 (22), sky130_fd_sc_hd__nor3_1 (12).
- The path category of the worst min-delay check is reg2reg.
- The via density per instance is 4.669.
- The synthesized area per cell is 9.481 µm².
- The TritonCTS buffer count is 3.
- The path type of the worst setup path is in2out.
- The synthesized cell area is 1707 µm².
- The synthesis report lists the most area-consuming cells as sky130_fd_sc_hd__dfrtp_1 (37%), sky130_fd_sc_hd__xnor2_1 (5.6%), sky130_fd_sc_hd__nand2_1 (4.8%).
- Recorded from the global router log, the overflow total was 0.
- The tally of max-capacitance violations is 0.
- The most instantiated flip-flop cell in the synthesis netlist is sky130_fd_sc_hd__dfrtp_1.
- At the worst endpoint, the arrival time is 5830 ps.
- The run finished with clean final reports.
- The die is 106 µm wide.
- The final setup violation count is 0.
- The starting density of the core is 23.66%.
- Per the OpenROAD floorplan log, the area of the die is 11240 µm².
- The proportion of synthesized chip area in sequential cells is 38.20%.
- The total via count in the routed design is 1326.
- The register with the most flip-flops in the layout has 22 of them.
- The clock slew at the register clock pins of the worst setup and hold paths is 80 ps.
- The smallest clock period supported by the final layout is computed as 8652 ps.
- The cell type with the largest total area is sky130_fd_sc_hd__dfrtp_1.
- TritonCTS reports the number of clock sinks as 26.
- The critical path maximum fanout is 11.
- The total I/O pin count is 5.
- The type of origin of the critical path is a primary input.
- The netlist uses 56 different library cells.
- At the worst endpoint, the required time is 11280 ps.
- The final worst-path cycle share is 61.36%.
- For this sky-water flow run, the detailed-routed wirelength per cell is reported as 12.36 µm.
- Input and output buffers added on the ports amount to 4.
- Relative to the synthesized area, the layout overhead comes to 10.78%.
- At the end of routability-driven placement, the weighted congestion stood at 0.8597.
- The post-CTS hold buffer count recorded in the log is 0.
- Once detailed placement completed, the half-perimeter wirelength came to 2569 µm.
- In this build the clock could be raised as far as 115.6 MHz.
- The initial antenna violation count is 0.
- The DRC violation total after the first TritonRoute iteration is 93.
- The core region is 7214 µm².
- TritonCTS built the clock tree.
- The cell with the most instances after synthesis is sky130_fd_sc_hd__dfrtp_1.
- The number of buffers inserted to repair setup after CTS is 0.
- The synthesis-stage register bit count is 26.
- Per the Yosys statistics, synthesis produced 180 cells.
- The final hold slack is 526.9 ps.
- Gates resized during post-CTS repair numbered 0.
- Per the final layout report, the fraction of cells sized above drive strength 1 comes to 15.14%.
- The antenna diode count is 0.
- Before antenna repair, the detailed router went through 4 iterations.
- The instance tally after logic synthesis is 180.
- The slew at the pin closest to its max-slew limit is 528.9 ps.
- Setup total negative slack on the finished layout was measured at 0 ps.
- In the final run the clock tree shows a worst skew of 7.727 ps.
- The post-synthesis async set-or-reset flop share is 100.0%.
- The maximum number of pins on one net before global-route repair is 27.
- The worst setup path is captured at an output port.
- The detailed router reported a total wirelength of 3511 µm.
- In this run, synthesis inferred 0 flip-flops with an integrated enable.
- Across all checked pins, the minimum headroom to the slew limit is 64.47%.
- CTS placed an instance of sky130_fd_sc_hd__clkbuf_8 at the clock tree root.
- For reference, the final report shows the hold violation count at 0.
- The peak ir drop on the vdd network is 54.71 µV.
- Setup repair after global routing left no endpoint under its margin.
- The detail route stage leaves a number of antenna-violating nets equal to 0.
- In this run the biggest area consumer among cell types represents 36.66% of the synthesized area.
- The number of rows created at floorplan is 31.
- The stat command in Yosys gives a chip area of 1707 µm².
- The leakage component of the power was reported as 0.5808 nW.
- Per the CTS log, the buffer count on the longest clock path is 2.
- Counting pins that exceed their max-slew limit in the final report gives 0.
- The level count of the clock H-tree is 1.
- The number of remaining DRC errors is 0.
- The via count of the first global-routing pass is 1321.
- Warnings raised by the tools during the run amount to 25.
- The power per cell area is 84.21 nW/µm².
- For this run, the total global-route usage over all layers was measured as 6.463%.
- The synthesis report lists the Yosys warning total as 1.
- The die is 106 µm tall.
- The latest clock arrival within the worst-skew pair is 270 ps.
-- final timing paths --
| kind | startpoint | to | slack [ps] | cells past startpoint |
|---|---|---|---|---|
| min in group asynchronous | reset | q_reg[2] | 2910 | 3 |
| max in group asynchronous | reset | state_reg[0] | 10890 | 3 |
| setup / recovery | sw | db_tick | 5450 | 9 |
| hold / removal | q_reg[15] | q_reg[15] | 530 | 2 |
| hold reg to reg | q_reg[15] | q_reg[15] | 530 | 2 |
| setup reg to reg | q_reg[12] | state_reg[3] | 11240 | 7 |
-- critical path, stage by stage --
cell	delay [ps]
sky130_fd_sc_hd__clkdlybuf4s50_1	810
sky130_fd_sc_hd__mux2i_4	480
sky130_fd_sc_hd__nor2_1	180
sky130_fd_sc_hd__nor4b_1	330
sky130_fd_sc_hd__nor3_1	100
sky130_fd_sc_hd__nor4_1	360
sky130_fd_sc_hd__nand4b_1	170
sky130_fd_sc_hd__nor2_1	110
sky130_fd_sc_hd__clkdlybuf4s50_1	470
-- kinds of logic (layout without fill, tap and decap cells) --
logic type	Yosys count	count (layout)	share of synthesized area (%)
buf+inv	12	17	4.106
fa+ha+maj	1	1	0.7330
mux	4	4	3.445
simple gates	97	97	35.70
xor+xnor	15	15	7.698
compound gates	25	25	10.12
flops	26	26	38.20
-- cell usage in the layout (no fill, tap or decap), types with 2 or more instances in the layout --
master and count:
sky130_fd_sc_hd__o21ai_1 2, sky130_fd_sc_hd__clkdlybuf4s50_1 4, sky130_fd_sc_hd__buf_4 2, sky130_fd_sc_hd__xor2_1 4
sky130_fd_sc_hd__nand2_1 22, sky130_fd_sc_hd__or2_2 3, sky130_fd_sc_hd__nor4_4 2, sky130_fd_sc_hd__nand3b_1 2
sky130_fd_sc_hd__a21oi_1 3, sky130_fd_sc_hd__nor4_2 2, sky130_fd_sc_hd__nand4_1 5, sky130_fd_sc_hd__nor3_1 12
sky130_fd_sc_hd__clkbuf_8 3, sky130_fd_sc_hd__or3_1 5, sky130_fd_sc_hd__or4_4 4, sky130_fd_sc_hd__xnor2_1 11
sky130_fd_sc_hd__nand3_1 5, sky130_fd_sc_hd__nor2_1 10, sky130_fd_sc_hd__dfrtp_1 25, sky130_fd_sc_hd__nand2b_1 2
sky130_fd_sc_hd__o21ai_0 7, sky130_fd_sc_hd__nor4b_1 2, sky130_fd_sc_hd__nor2b_1 2, sky130_fd_sc_hd__inv_1 7
sky130_fd_sc_hd__nor4_1 4, sky130_fd_sc_hd__nor3b_1 2, sky130_fd_sc_hd__nand4b_1 3
-- routing by layer --
metal | routed length, µm | share of wire [%] | track usage (%)
met5 | 0 | 0 | 0
met4 | 46 | 1.3 | 1.064
met1 | 1817 | 52 | 9.808
met2 | 1531 | 44 | 9.496
met3 | 115 | 3.3 | 1.223
-- per-stage QoR --
stage          total power [mW]  cells  worst slack, ps  instance area [µm²]  util [%]
3_5_place_dp             0.1182    280             5511                 1846     25.58
6_report                 0.1592    284             5448                 1891     26.21
4_1_cts                  0.1608    284             5441                 1891     26.21
2_1_floorplan            0.1115    180             7014                 1707         -
5_1_grt                  0.1698    284             5195                 1891     26.21
3_3_place_gp             0.1181    280             5580                 1846     25.58
-- power by group --
group,total (mW),switching [mW],leakage (nW),internal (mW)
Clock,0.0422,0.0220,0.0228,0.0202
Combinational,0.0253,0.0141,0.307,0.0113
Sequential,0.0916,0.00962,0.251,0.0820
Total,0.159,0.0457,0.581,0.113
-- cell type report --
| type | instances | area, µm² |
|---|---|---|
| tap | 99 | 123.9 |
| timing repair buffer | 6 | 55.05 |
| inverter | 7 | 26.28 |
| sequential | 26 | 651.9 |
| clock buffer | 4 | 45.04 |
| fill | 789 | 5324 |
| multi-input combinational | 142 | 988.4 |
Power figures rest on the tool's default switching activity, not on a simulated workload.
